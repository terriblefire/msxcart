File: ./run.sh
#!/bin/bash
# OpenROAD 26Q1-2900-gdf79404cd8, Yosys 0.63+post, stock flow scripts
make -C /OpenROAD-flow-scripts/flow DESIGN_CONFIG=/design/flow/config.mk WORK_HOME=/design/flow/orfs finish
File: ./config.mk
export PLATFORM = sky130hd
export DESIGN_NAME = msxcart_top
export DESIGN_NICKNAME = msxcart_top
export VERILOG_FILES = /design/flow/design.v
export SDC_FILE = /design/flow/constraint.sdc
export NUM_CORES = 4
export LEC_CHECK = 1
export CORE_AREA = 10 10 70 70
export DIE_AREA = 0 0 80 80
File: ./constraint.sdc
current_design msxcart_top

set clk_period 2.2
set clk_io_pct 0.2

create_clock -name clk0 -period $clk_period [get_ports {SLOTCLK}]

set non_clock_inputs [all_inputs -no_clocks]
set_input_delay [expr $clk_period * $clk_io_pct] -clock clk0 $non_clock_inputs
set_output_delay [expr $clk_period * $clk_io_pct] -clock clk0 [all_outputs]
File: ./design.v
module mapper (
	input  			SLOTCLK,  
	input 			RESET,
	input	[15:12]	A,
    input   [7:0] 	D,
	input   		RD, 
    input  			WR, 
    input   		MREQ, 
    input   		IORQ, 
    input   		M1, 
    input   		RFSH,
    input   		BDIR, 
    input   		EXSLTSLX,
	output [16:13]  ROMA 
);
reg [3:0] slot_register_1 = 1;
reg [3:0] slot_register_2 = 2;
reg [3:0] slot_register_3 = 3;
wire page0_n = EXSLTSLX | A[14:13] != 2'b10;  
wire page1_n = EXSLTSLX | A[14:13] != 2'b11;  
wire page2_n = EXSLTSLX | A[14:13] != 2'b00;  
wire page3_n = EXSLTSLX | A[14:13] != 2'b01;  
wire slot1_write = page1_n | WR | MREQ | ~M1; 
wire slot2_write = page2_n | WR | MREQ | ~M1;
wire slot3_write = page3_n | WR | MREQ | ~M1;
always @(posedge SLOTCLK) begin 
	if (RESET == 1'b0) begin 
		slot_register_1 <= 4'd1;
	end else begin 
		if (slot1_write == 1'b0) begin 
			slot_register_1 <= D[3:0];
		end
		if (slot2_write == 1'b0) begin 
			slot_register_2 <= D[3:0];
		end
		if (slot3_write == 1'b0) begin 
			slot_register_3 <= D[3:0];
		end
	end	
end
assign ROMA =   !page0_n ? 4'b0 :
			    !page1_n ? slot_register_1 :
			    !page2_n ? slot_register_2 : 
				  		   slot_register_3;
endmodule
module msxcart_top(
    input  SLOTCLK, 
    input  RESET, 
    input  [7:0] D,
    input  [15:12] A,
    input   EXSLTSL, 
    input   RD, 
    input   WR, 
    input   MREQ, 
    input   IORQ,  
    input   M1, 
    input   RFSH,
    input   BDIR, 
    input   [1:0] SW, 
    output  [18:12] ROMA, 
    output  ROMOE 
);
wire page0_n = A[15:14] != 2'b00;  
wire page1_n = A[15:14] != 2'b01;  
wire page2_n = A[15:14] != 2'b10;  
wire page3_n = A[15:14] != 2'b11;  
mapper MAPPER (  
    .SLOTCLK    ( SLOTCLK   ),
    .RESET      ( RESET     ), 
    .A          ( A         ),
    .D          ( D         ),
    .BDIR       ( BDIR      ),
    .RD		    ( RD 		),
	.WR 	    ( WR 		),
    .MREQ       ( MREQ      ),
    .IORQ       ( IORQ      ),
    .RFSH       ( RFSH      ),
    .M1         ( M1        ),
    .EXSLTSLX   ( EXSLTSL   ),
    .ROMA       ( ROMA[16:13] )
);
assign ROMA[12] = A[12];
assign ROMA[18:17] = 2'b00;
assign ROMOE = MREQ | RD | EXSLTSL;
endmodule
==> impl_metrics.ini <==
; yosys + openroad results
[outcome]
status = completed

[drt]
drc = 0
drtAntennaViolNets = 0
dr.pass1.iters = 4
antenna_cells = 0
wl_mm = 1.51
drtIter0Drc = 10
wl_per_cell_um = 12.1
vias = 495
via_per_inst = 3.96

[logic_synthesis]
synth_cell_types = 23
netlist.area_leader.share = 0.407
synthXorXnorAreaFrac = 0
top_area_cell = edfxtp_1
synth_cells = 52
mux_share = 0.0508
yosysWarnings = 1
ys_sh_aoi = 0.155
syn_avg_cell_area_sq_um = 11.4
yosys-top-cells-area = edfxtp_1 (41%), dfxtp_1 (14%), a22oi_1 (8.9%)
synthSimpleGateAreaFrac = 0.176
topCombFamilyByArea = simple AND/OR/NAND/NOR gates
ys_cells = 52
syn_area_sq_um = 591
yosys.stat.seqShare = 0.542
synth-area-yosys_sq_um = 591
synth_flops = 12
adder_share = 0

[placement]
gp_congestion = 0.793
port_buffers = 17
post-dp-hpwl_mm = 1.16

[floorplan]
std_cell_rows = 21
chipArea_sq_mm = 0.00640
core_sq_mm = 0.00342
fp.dieH_um = 80
initCoreUtil = 0.173
ios = 32
die_x_um = 80

[critical_path]
critPathArrivalTime_ns = 1.62
start_kind = input port
crit_path_start = MREQ
r2r-start = MAPPER.slot_register_1[0]
r2r_end = MAPPER.slot_register_1[0]
critical_path_peak_fanout = 2
critical_path_class = input port to output port
r2r_slack_ns = 1.60
r2r_cells = 2
critical_path.endpoint = ROMOE
worstPathRequired_ns = 1.76
endpoint_kind = output port

[global_route]
first_global_vias = 537
track_usage = 0.0479
antenna_found_initial = 0
gr-total-overflow = 0
grt_max_degree = 8
grt_pass1_wl_mm = 2.48

[clocking]
cts_inserted_buffers = 3
cts_root_buffer = clkbuf_4
clock_latency_ns = 0.27
hold_buffers = 0
cts_tree = done
clkTransAtPathRegs_ns = 0.07
cts_buffer_depth = 2
cts.sinks = 12
cts-htree-levels = 1

[sta]
period_needed_ns = 2.06
final.period_utilization = 0.934
fin_hold_ws_ns = 0.470
finClkSkew_ns = 0
finalHoldViolCount = 0
setup_viol = 0
tns_ns = 0
rsz0062_at_grt = false
timing.fmax_mhz = 487
slew_violations = 0

[pwr]
irDropWorstVdd_v = 0.000133
p_leak_nw = 0.324
p_per_area_mw_per_mm2 = 541

[worst_hold_path]
hp-class = register to register

[flow_run]
maxCapViolations = 0
warnings = 35

[cells_and_area]
fill_cells = 361
drive_gt1_frac = 0.266
lay_top_count = clkdlybuf4s50_1
area_growth_pct = 50.0
mostFrequentLayoutCells = clkdlybuf4s50_1 (12), buf_4 (10), edfxtp_1 (8)
[report_power, final]
group	internal, W	switching (W)	leakage (nW)	total, W
logic	0.0000417	0.0000256	0.199	0.0000673
registers	0.000241	0.000000658	0.104	0.000242
clock network	0.000100	0.0000695	0.0210	0.000170
[routing by layer]
metal  vias up  track usage  part of all wire  routed length [um]
met1       231       0.0589              0.41                 626
met4         0      0.00880            0.0066                  10
met2        20       0.0722              0.48                 730
met3         2       0.0273             0.095                 144
met5         -            0                 0                   0
li1        242            -                 -                   -
[sequential cells by signal, summed over array words and instances (netlist names)]
| signal | cells |
|---|---|
| MAPPER.slot_register_1 | 4 |
| MAPPER.slot_register_2 | 4 |
| MAPPER.slot_register_3 | 4 |
[cell families after synthesis]
group                  Yosys count
AND/OR/NAND/NOR                 16
AND-OR/OR-AND                   14
flip-flops                      12
buffers and inverters            6
multiplexers                     3
other                            1
[synthesized netlist by cell type, drive strengths merged]
library cell and count:
edfxtp 8, clkbuf 1, nor3b 2, and2b 1, conb 1, or3 1, a21oi 1, buf 4
dfxtp 4, and3b 1, o21ai 5, o311ai 1, a22oi 7, nor2 2, nand2 7, inv 1
mux2i 3, and2 1, or4b 1
[worst max-delay path, cell delays in order]
cell and delay [ns]:
clkdlybuf4s50_1 0.41, or3_1 0.34, clkdlybuf4s50_1 0.42
[through the flow]
stage	instance area, sq um	setup WS [ns]	std cells	power [W]	utilization
6_report	886	0.145	125	0.000479	0.259
3_5_place_dp	845	-0.292	119	0.000315	0.247
3_3_place_gp	845	-0.289	119	0.000314	0.247
4_1_cts	883	0.0372	124	0.000482	0.259
2_1_floorplan	594	0.375	53	0.000270	-
5_1_grt	886	0.0879	125	0.000507	0.259
[timing repair]
action | CTS | global route
gates resized | 6 | 5
buffers inserted | 1 | 1
hold endpoints to repair | 0 | 0
endpoints found under the setup margin | 5 | 2
pin swaps | 0 | 1
[layout make-up]
class / count / area [sq um] / area share
Sequential cell: 12 / 320 / 0.362
Multi-Input combinational cell: 35 / 236 / 0.267
Timing Repair Buffer: 27 / 231 / 0.261
Tap cell: 46 / 57.6 / 0.0650
Clock buffer: 4 / 36.3 / 0.0410
Inverter: 1 / 3.75 / 0.00424
[worst min path at each step]
stage,start,end,cells after the start
4_1_cts,MAPPER.slot_register_1[3],MAPPER.slot_register_1[3],2
5_1_grt,MAPPER.slot_register_1[3],MAPPER.slot_register_1[3],2
6_report,MAPPER.slot_register_1[3],MAPPER.slot_register_1[3],2
Power is estimated from default activity; no workload was simulated.
